--- design.v ---
`timescale 1 ns / 1 ps 
localparam[3:0] ALUOP_AND = 4'b0000;
localparam[3:0] ALUOP_OR = 4'b0001;
localparam[3:0] ALUOP_ADD = 4'b0010;
localparam[3:0] ALUOP_SUB = 4'b0011;
localparam[3:0] ALUOP_LT = 4'b0111;
localparam[3:0] ALUOP_XOR = 4'b1101;
module alu(op1, op2, alu_op, result);
    input [31:0] op1, op2;
    input [3:0] alu_op;
    output [31:0] result;
    logic [31:0] math;
    always_comb begin
        math = op1 + op2;
        case (alu_op)
            ALUOP_AND: 
                math = op1 & op2;
            ALUOP_OR: 
                math = op1 | op2;
            ALUOP_SUB: 
                math = op1 - op2;
            ALUOP_LT: 
                math = $signed(op1) < $signed(op2);
            ALUOP_XOR: 
                math = op1 ^ op2;
            default: 
                math = op1 + op2;
        endcase
    end
    assign result = math;
endmodule
`timescale 1 ns / 1 ps 
module regfile(clk, regAddrA, regAddrB, regAddrWrite, regWriteData, regWrite, regReadDataA, regReadDataB);
    input clk, regWrite;
    input [4:0] regAddrA, regAddrB, regAddrWrite;
    input [31:0] regWriteData;
    output logic [31:0] regReadDataA, regReadDataB;
    localparam regZero = 5'b00000;
    logic [31:0] register[31:0];
    integer i;
    initial
        for (i=0;i<32;i=i+1)
            register[i] = 0;   
    always_ff@(posedge clk) begin
        regReadDataA <= register[regAddrA];
        regReadDataB <= register[regAddrB];
        if(regWrite && !(regAddrWrite == regZero)) begin
            register[regAddrWrite] <= regWriteData;
            if (regAddrA == regAddrWrite)
                regReadDataA <= regWriteData;
            if (regAddrB == regAddrWrite)
                regReadDataB <= regWriteData;
        end
    end
endmodule
`timescale 1 ns / 1 ps 
    localparam [31:0] PC_INIT = 32'h00400000;
    localparam [19:0] IMM_ONES = 20'hfffff;
    localparam [19:0] IMM_ZEROS = 20'h00000;
    localparam ZERO_HI = 1'b1;
    localparam ZERO_LOW = 1'b0;
    localparam LOAD_PC_HIGH = 1'b1;
    localparam [6:0] BRANCH_OPCODE = 7'b1100011;
    localparam [6:0] R_TYPE_OPCODE = 7'b0110011;
    localparam [6:0] LOAD_OPCODE = 7'b0000011;
    localparam [6:0] IMM_OPCODE = 7'b0010011;
    localparam [6:0] STORE_OPCODE = 7'b0100011;
    localparam[3:0] FUNC3_AND = 3'b111;
    localparam[3:0] FUNC3_OR = 3'b110;
    localparam[3:0] FUNC3_ADD = 3'b000;
    localparam[3:0] FUNC3_LT = 3'b010;
    localparam[3:0] FUNC3_XOR = 3'b100;
    localparam[6:0] FUNC7_SUB = 7'b0100000;
    localparam[6:0] FUNC7_ADD = 7'b0000000;
    localparam[31:0] NOP_INSTRUCTION = 32'h00000013;
    localparam [4:0] REG_ZERO = 5'b00000;
module riscv_forwarding_pipeline #(parameter INITIAL_PC = PC_INIT)
(clk, rst, instruction, dReadData, PC, iMemRead, ALUResult, dAddress, dWriteData, MemRead, MemWrite, WriteBackData);
    input wire logic clk, rst;
    input wire logic [31:0] instruction, dReadData;
    output logic iMemRead, MemRead, MemWrite;
    output logic [31:0] PC, ALUResult, dAddress, dWriteData, WriteBackData;
    logic [31:0] if_PC;
    logic [31:0] id_PC;
    logic [6:0] id_opCode, id_func7;
    logic [2:0] id_func3;
    logic [31:0] id_s_imm_data, id_i_imm_data, id_imm_data, id_branch_offset;
    logic [3:0] id_ALUCtrl;
    logic id_s_type, id_branch, id_ALUSrc, id_MemWrite, id_MemRead, id_RegWrite, id_MemtoReg;
    logic [4:0] id_regWriteAddr, id_rs1, id_rs2;
    logic [31:0] ex_PC, ex_imm_data, ex_op2, ex_op1, ex_op2_forwarding, ex_result;
    logic [3:0] ex_ALUCtrl;
    logic [31:0] ex_regReadDataA, ex_regReadDataB, ex_branch_target, ex_branch_offset;
    logic ex_Zero, ex_branch, ex_ALUSrc, ex_MemWrite, ex_MemRead, ex_RegWrite, ex_MemtoReg;
    logic [4:0] ex_regWriteAddr, ex_rs1, ex_rs2;
    logic [31:0] mem_PC, mem_result;
    logic mem_PCSrc, mem_MemWrite, mem_MemRead;
    logic [31:0] mem_branch_target, mem_regReadDataB, mem_dWriteData, mem_dAddress, mem_op2_forwarding;
    logic mem_Zero, mem_branch, mem_RegWrite, mem_MemtoReg;    
    logic [4:0] mem_regWriteAddr;
    logic [31:0] wb_PC;
    logic wb_MemtoReg, wb_RegWrite, wb_Zero, wb_branch;
    logic [31:0] wb_regWriteData, wb_result;
    logic [4:0] wb_regWriteAddr;
    logic load_use_hazard, branch_mem_taken, branch_wb_taken;
    always_ff@(posedge clk) begin
        if (rst)
            if_PC <= INITIAL_PC;
        else if (load_use_hazard)
            if_PC <= if_PC;
        else if (mem_PCSrc)
            if_PC <= mem_branch_target; 
        else
            if_PC <= if_PC + 4;  
    end
    always_ff@(posedge clk) begin
        if(rst)
            id_PC <= PC_INIT;
        else if (load_use_hazard)
            id_PC <= id_PC;
        else
            id_PC <= if_PC;
    end 
    assign iMemRead = !load_use_hazard;
    assign id_opCode = instruction[6:0];
    assign id_func3 = instruction[14:12];
    assign id_func7 = instruction[31:25];    
    assign id_rs1 = instruction[19:15];
    assign id_rs2 = instruction[24:20];
    assign id_MemRead = (id_opCode == LOAD_OPCODE);
    assign id_MemWrite = (id_opCode == STORE_OPCODE);
    assign id_branch = (id_opCode == BRANCH_OPCODE);
    assign id_MemtoReg = (id_opCode == LOAD_OPCODE);
    assign id_RegWrite = ((id_opCode == R_TYPE_OPCODE) || (id_opCode == LOAD_OPCODE) || (id_opCode == IMM_OPCODE));
    assign id_ALUSrc = ((id_opCode == R_TYPE_OPCODE) || (id_opCode == BRANCH_OPCODE))?1'b0:1'b1;
    always_comb begin
        case (id_func3)
                FUNC3_AND: begin
                    id_ALUCtrl = ALUOP_AND;
            end FUNC3_OR: begin
                    id_ALUCtrl = ALUOP_OR;
            end FUNC3_ADD: begin 
                    if ((id_func7 == FUNC7_SUB) && (id_opCode == R_TYPE_OPCODE))
                        id_ALUCtrl = ALUOP_SUB;
                    else 
                        id_ALUCtrl = ALUOP_ADD;
            end FUNC3_LT: begin
                    id_ALUCtrl = ALUOP_LT;
            end FUNC3_XOR: begin
                    id_ALUCtrl = ALUOP_XOR;
            end default: begin
                    id_ALUCtrl = ALUOP_ADD;
            end
        endcase
        if (id_opCode == BRANCH_OPCODE)
          id_ALUCtrl = ALUOP_SUB;
        if ((id_opCode == LOAD_OPCODE) || (id_opCode == STORE_OPCODE))
          id_ALUCtrl = ALUOP_ADD;    
        id_regWriteAddr = instruction[11:7];   
    end
    assign id_i_imm_data[11:0] = instruction[31:20];
    assign id_i_imm_data[31:12] = id_i_imm_data[11]?IMM_ONES:IMM_ZEROS;
    assign id_s_imm_data[4:0] = instruction[11:7];
    assign id_s_imm_data[11:5] = instruction[31:25];
    assign id_s_imm_data[31:12] = id_s_imm_data[11]?IMM_ONES:IMM_ZEROS;
    assign id_s_type = (instruction[7:0] == STORE_OPCODE)?1'b1:1'b0;
    assign id_imm_data = id_s_type?id_s_imm_data:id_i_imm_data;
    assign id_branch_offset[0] = ZERO_LOW;
    assign id_branch_offset[4:1] = instruction[11:8];
    assign id_branch_offset[10:5] = instruction[30:25];
    assign id_branch_offset[11] = instruction[7]; 
    assign id_branch_offset[12] = instruction[31];
    assign id_branch_offset[31:13] = id_branch_offset[12]?19'b1111111111111111111:19'b0000000000000000000;
    regfile my_regfile(.clk(clk), .regAddrA(instruction[19:15]), .regAddrB(instruction[24:20]), .regAddrWrite(wb_regWriteAddr),
                        .regWriteData(wb_regWriteData), .regWrite(wb_RegWrite), .regReadDataA(ex_regReadDataA), .regReadDataB(ex_regReadDataB));
    always_ff@(posedge clk) begin
        if (rst || load_use_hazard || branch_mem_taken || branch_wb_taken) begin 
            ex_PC <= PC_INIT; 
            ex_ALUSrc <= 1'b0;
            ex_RegWrite <= 0;
            ex_MemtoReg <= 0;
            ex_ALUCtrl <= ALUOP_ADD;
            ex_MemRead <= 0;
            ex_MemWrite <= 0;
            ex_branch <= 0;
            ex_branch_offset <= 0;
            ex_regWriteAddr <= 0;
            ex_imm_data <= 0;
            ex_rs1 <= 0;
            ex_rs2 <= 0;
        end
        else begin
            ex_PC <= id_PC;
            ex_ALUCtrl <= id_ALUCtrl;
            ex_imm_data <= id_imm_data;
            ex_ALUSrc <= id_ALUSrc;
            ex_MemWrite <= id_MemWrite;
            ex_MemRead <= id_MemRead;
            ex_RegWrite <= id_RegWrite;
            ex_MemtoReg <= id_MemtoReg;
            ex_regWriteAddr <= id_regWriteAddr;
            ex_branch_offset <= id_branch_offset;
            ex_branch <= id_branch;
            ex_rs1 <= id_rs1;
            ex_rs2 <= id_rs2;
        end
    end
    always_comb begin
        ex_op1 = ex_regReadDataA;
        ex_op2_forwarding = ex_regReadDataB;
        ex_op2 = ex_op2_forwarding;
        if(!(ex_rs1 == REG_ZERO)) begin
            if ((mem_regWriteAddr == ex_rs1) && mem_RegWrite)
                ex_op1 = mem_result;
            else if ((wb_regWriteAddr == ex_rs1) && wb_RegWrite)
                ex_op1 = wb_regWriteData;   
        end
        if(!(ex_rs2 == REG_ZERO)) begin
            if ((mem_regWriteAddr == ex_rs2) && mem_RegWrite)
                ex_op2_forwarding = mem_result;
            else if ((wb_regWriteAddr == ex_rs2) && wb_RegWrite)
                ex_op2_forwarding = wb_regWriteData;  
        end
        if(ex_ALUSrc)
            ex_op2 = ex_imm_data;
        else 
            ex_op2 = ex_op2_forwarding;
    end
    alu my_alu(.op1(ex_op1), .op2(ex_op2), .alu_op(ex_ALUCtrl), .result(ex_result));
    assign ex_Zero = ex_result?1'b0:1'b1;
    assign ex_branch_target = ex_PC + $signed(ex_branch_offset);
    always_ff@(posedge clk) begin
        if (rst || branch_mem_taken || branch_wb_taken) begin
            mem_PC <= PC_INIT;
            mem_result <= 0;
            mem_Zero <= 0;
            mem_branch <= 0;
            mem_branch_target <= 0;
            mem_MemWrite <= 0;
            mem_MemRead <= 0;
            mem_MemtoReg <= 0;
            mem_RegWrite <= 0;
            mem_regWriteAddr <= 0;
            mem_regReadDataB <= 0;
        end
        else begin 
            mem_PC <= ex_PC;
            mem_result <= ex_result;
            mem_Zero <= ex_Zero;
            mem_branch <= ex_branch;
            mem_branch_target <= ex_branch_target;
            mem_MemWrite <= ex_MemWrite;
            mem_MemRead <= ex_MemRead;
            mem_MemtoReg <= ex_MemtoReg;
            mem_RegWrite <= ex_RegWrite;
            mem_regWriteAddr <= ex_regWriteAddr;
            mem_regReadDataB <= ex_regReadDataB;
            mem_op2_forwarding <= ex_op2_forwarding;
        end
    end
    assign mem_PCSrc = (mem_Zero && mem_branch);
    assign branch_mem_taken = (mem_Zero && mem_branch);
    assign mem_dWriteData = mem_op2_forwarding;
    assign mem_dAddress = mem_result;
    assign MemRead = mem_MemRead;
    assign MemWrite = mem_MemWrite;
    always_ff@(posedge clk) begin
        if(rst || branch_wb_taken) begin
            wb_PC <= PC_INIT;
            wb_result <= 0;
            wb_MemtoReg <= 0;
            wb_RegWrite <= 0;
            wb_regWriteAddr <= 0;
            wb_Zero <= 0;
            wb_branch <= 0;
        end
        else begin
            wb_PC <= mem_PC;
            wb_result <= mem_result;
            wb_MemtoReg <= mem_MemtoReg;
            wb_RegWrite <= mem_RegWrite;
            wb_regWriteAddr <= mem_regWriteAddr;
            wb_Zero <= mem_Zero;
            wb_branch <= mem_branch;
        end
    end
    assign wb_regWriteData = wb_MemtoReg?dReadData:wb_result;
    assign branch_wb_taken = (wb_Zero && wb_branch);
    assign PC = if_PC;  
    assign ALUResult = ex_result;  
    assign dWriteData = mem_dWriteData;  
    assign dAddress = mem_dAddress;
    assign WriteBackData = wb_regWriteData;  
    assign load_use_hazard = (ex_MemRead && ((ex_regWriteAddr == id_rs1) || (ex_regWriteAddr == id_rs2)) && !(mem_Zero && mem_branch));
endmodule
--- run.sh ---
#!/bin/bash
# OpenROAD 26Q1-2900-gdf79404cd8, Yosys 0.63+post, stock flow scripts
make -C /OpenROAD-flow-scripts/flow DESIGN_CONFIG=/design/flow/config.mk WORK_HOME=/design/flow/orfs finish
--- config.mk ---
export PLATFORM = sky130hd
export DESIGN_NAME = riscv_forwarding_pipeline
export DESIGN_NICKNAME = riscv_forwarding_pipeline
export VERILOG_FILES = /design/flow/design.v
export SDC_FILE = /design/flow/constraint.sdc
export NUM_CORES = 4
export LEC_CHECK = 1
export CORE_UTILIZATION = 50
--- constraint.sdc ---
current_design riscv_forwarding_pipeline

set clk_period 21.8
set clk_io_pct 0.2

create_clock -name clk0 -period $clk_period [get_ports {clk}]

set non_clock_inputs [all_inputs -no_clocks]
set_input_delay [expr $clk_period * $clk_io_pct] -clock clk0 $non_clock_inputs
set_output_delay [expr $clk_period * $clk_io_pct] -clock clk0 [all_outputs]
==> notes.org <==
* Flow results

** Floorplan
- For this configuration, the core starts out at a cell density of 0.505.
- Total die size :: 0.134 mm²
- Core ar. :: 0.132 mm²
- Placement row count :: 133
- 229 I/O pins were placed.
- The die is 366 µm tall.
- In this run the horizontal extent of the chip is 366 µm.

** Clocking
- Clock latency on the worst-skew pair, taken at its later pin, is 790 ps.
- The registers of the reported paths see a clock transition of 60 ps.
- Resized Gates After CTS :: 0
- The H-tree was split into 4 levels.
- TritonCTS created 147 clock buffers.
- Buffer cell driving the clock tree root :: sky130_fd_sc_hd__clkbuf_16
- The clock passes through at most 3 buffers.
- TritonCTS built the clock tree.
- Hold_buf cts :: 0
- Post-CTS timing repair inserted 0 buffers for setup.
- CTS saw 1368 sinks.

** STA
- Hold-check failures listed in the final report amount to 0.
- The final layout reports a setup TNS of 0 ps.
- In the finished design, the share of the clock period the worst path needs comes to 0.666.
- Unrepaired setup endpoints after global routing :: false
- Worst setup slack after layout :: 7280 ps
- Final critical-path required period :: 14520 ps
- Per the final report, max-transition violations number 0.
- Setup violations, final :: 0
- The transition time recorded at the tightest slew-check pin is 994 ps.
- Setup Skew :: 40.9 ps
- Checking max transition, the worst relative margin is 0.336.
- Max Fclk :: 68.9 MHz

** Power
- Leakage dissipation :: 26.2 nW
- Areal power density over the cells :: 85.7 mW/mm²
- Highest ir drop seen on vdd :: 0.0720 mV
- Total power :: 6.54 mW

** Cells and area
- For this run, the number of standard cells in the final layout without fillers is 6486.
- By instance count after routing, the leading logic cell types are sky130_fd_sc_hd__edfxtp_1 (1056), sky130_fd_sc_hd__mux4_2 (640), sky130_fd_sc_hd__dfxtp_1 (311).
- In the final layout, the share of cells above drive strength 1 is 0.236.
- The area growth from synthesis to layout is 15.0%.
- Most frequent standard cell in the layout excluding fill and tap cells :: sky130_fd_sc_hd__edfxtp_1
- Final Core Density :: 0.580

** Place
- Routability-driven placement finished with a final weighted congestion of 0.979.
- Summed over all nets, the half-perimeter wirelength after detailed placement is 132000 µm.
- The buffer_ports step reported a buffer count of 228.
- Number of placed cells counting well taps :: 6215
- Logged for this run, the post-placement worst setup slack is 7290 ps.

** Worst setup path
- At the worst endpoint, the required time is 17440 ps.
- CP delay by family, top :: AND-OR/OR-AND gates
- According to the timing report, the arrival time at the worst endpoint equals 10160 ps.
- CP startpoint kind :: primary input
- Chain of cells forming the critical path :: clkdlybuf4s50_1 > mux2_2 > a22oi_1 > o21ai_0 > mux2i_1 > inv_1 > ha_1 > fa_1 > nand2b_4 > a221o_1 > a211o_1 > a21boi_1 > a21oi_1 > a21oi_1 > a2111oi_0 > a2111oi_0 > buf_4 > inv_1 > clkdlybuf4s50_1
- Standard cell with the maximum stage delay on the critical path :: sky130_fd_sc_hd__mux2_2
- STA reports a reg2reg setup slack of 14790 ps.
- Setup CP Type :: primary input to output pin
- In this run the worst path has a maximum fanout of 37.
- Endpoint type of the worst setup path :: output pin
- In this design, the stage delay of the slowest critical-path cell is 620 ps.
- End of the worst register-to-register path :: mem_Zero
- Worst flop-to-flop path startpoint :: mem_regWriteAddr[4]
- Worst R2R Path Depth :: 24
- The script reports the combined buffer and inverter count of the critical path as 5.

** GRT
- The total overflow left after global routing is 0.
- Number of antenna violations at the first check in global routing :: 5
- Across every metal layer, demand over resource in global routing totals 0.353.
- Maximum number of pins on one net before global-route repair :: 89
- Via count of the first global-routing pass :: 43.6k
- Global-route wire length before repair :: 306000 µm

** Synth
- Post-synth ARST share :: 0
- Largest cells by area after synthesis :: sky130_fd_sc_hd__edfxtp_1 (48%), sky130_fd_sc_hd__mux4_2 (22%), sky130_fd_sc_hd__dfxtp_1 (9.4%)
- For this run, the register share of the synthesized area comes to 0.571.
- Per the synthesis report, the number of distinct cell types is 84.
- After synthesis the netlist holds a flip-flop and latch count of 1368.
- Post-synthesis cell count from yosys :: 4353
- The area fraction of the largest cell type after synthesis is 0.477.
- Yosys reports a chip area of 0.0664 mm².
- Most frequently used flop master after synthesis :: sky130_fd_sc_hd__edfxtp_1
- Syn Std Cell Area :: 0.0664 mm²
- The synthesized netlist handed to floorplanning was reported with a cell count of 4353.
- Counting the warning lines in the Yosys log gives 3.
- Counting flops with a built-in enable in the synthesized netlist gives 1056.
- Most area-hungry cell type in the Yosys netlist :: sky130_fd_sc_hd__edfxtp_1
- Average cell area after synthesis :: 15.3 µm²

** Worst hold path
- Path category of the worst min-delay check :: register to register
- Hold EP :: mem_branch
- Worst Hold Launch :: ex_branch
- Along the worst hold path, the cell count comes to 1.

** Detailed routing
- Detailed-route iteration 0 reported a violation count of 2952.
- Vias after detailed routing :: 41.4k
- The routed design shows a wire length per standard cell of 32.5 µm.
- Total wire length after detailed routing :: 211000 µm
- The DRC violation total left in the routed layout is recorded as 0.
- Antenna-violating nets left :: 0
- The first detailed-routing pass ran for 8 iterations.
- Per the detail_route report, vias per standard cell equal 6.38.

** Job
- Max-Cap Viols :: 0
- The logs give a warning total of 90.

** Run status
- Run status :: completed
-- stage by stage --
stage               hold slack [ps]  instance area [µm²]
detailed placement              429                71300
global placement                425                71300
floorplan                       406                66500
finish                          425                76400
global route                    435                76400
CTS                             419                76400
-- layout make-up --
cell class | instances | area (µm²)
Antenna cell | 1 | 2.50
Clock buffer | 196 | 4020
Clock inverter | 74 | 1050
Fill cell | 9967 | 55300
Inverter | 173 | 649
Multi-Input combinational cell | 2547 | 27100
Sequential cell | 1368 | 38000
Tap cell | 1755 | 2200
Timing Repair Buffer | 372 | 3400
-- synthesized netlist by cell type (23+ instances only) --
master,number
sky130_fd_sc_hd__dfxtp_1,312
sky130_fd_sc_hd__xnor2_1,45
sky130_fd_sc_hd__a21oi_1,166
sky130_fd_sc_hd__ha_1,127
sky130_fd_sc_hd__and2_1,118
sky130_fd_sc_hd__o21ai_0,164
sky130_fd_sc_hd__edfxtp_1,1056
sky130_fd_sc_hd__mux4_2,640
sky130_fd_sc_hd__nor2_1,214
sky130_fd_sc_hd__o22a_1,32
sky130_fd_sc_hd__clkbuf_1,222
sky130_fd_sc_hd__mux2i_1,81
sky130_fd_sc_hd__nand3_1,54
sky130_fd_sc_hd__a21o_1,26
sky130_fd_sc_hd__buf_1,66
sky130_fd_sc_hd__nor3_1,49
sky130_fd_sc_hd__nand2_1,260
sky130_fd_sc_hd__mux2_2,33
sky130_fd_sc_hd__inv_1,169
sky130_fd_sc_hd__nor4_1,23
sky130_fd_sc_hd__a211oi_1,50
sky130_fd_sc_hd__and3_1,28
sky130_fd_sc_hd__a22oi_1,35
sky130_fd_sc_hd__nand2b_1,25
sky130_fd_sc_hd__xor2_1,54
-- power by group --
part	internal, mW	switching [mW]
registers	2.91	0.0666
logic	0.399	0.552
clock network	1.55	1.07
total	4.86	1.68
-- kinds of logic (layout without fill, tap and decap cells) --
group,count (synthesis),after routing,synth area share
fa+ha+maj,130,130,0.0248
other cells,1,33,0.0000565
mux,754,754,0.235
buf+inv,469,815,0.0267
flops,1368,1368,0.571
compound gates,669,669,0.0664
xor+xnor,99,99,0.0131
simple gates,863,863,0.0627
-- layer usage --
metal | vias to the layer above | track usage | share of wire
li1 | 17800 | - | -
met4 | 12 | 0.0808 | 0.030
met3 | 369 | 0.231 | 0.16
met1 | 20700 | 0.492 | 0.35
met2 | 2431 | 0.497 | 0.46
met5 | - | 0.0192 | 0.0011
-- worst max path at each step --
stage             from       endpoint  slack, ps  cells after the start
6_report  dReadData[0]  ALUResult[28]       7280                     19
4_1_cts   dReadData[0]  ALUResult[30]       7280                     20
5_1_grt   dReadData[2]  ALUResult[28]       6910                     17
-- registers in the layout, summed over array words and instances (netlist names), 12 cells and up --
register	flops
my_regfile.register	1024
ex_PC	32
id_PC	32
if_PC	32
mem_branch_target	32
mem_op2_forwarding	32
mem_result	32
my_regfile.regReadDataA	32
my_regfile.regReadDataB	32
wb_result	32
ex_imm_data	12
Power is estimated from default activity; no workload was simulated.
